## design.v

```verilog
module pe_array #(
	parameter MAC_NUM    =   10,   
	parameter BW_ACT     =   8,   
    parameter BW_WET     =   8,   
    parameter BW_ACCU    =   32     
)(
    input        clk,
    input        reset_n,
    input        PE_mac_enable,       
    input        PE_clear_acc,
    input   signed     [BW_ACT-1:0]    PE_act_in [MAC_NUM] ,          
    input   signed     [BW_WET-1:0]    PE_wet_in,          
    input              [7:0]           PE_res_shift_num,  
    output  reg signed [BW_ACT-1:0]    PE_result_out [MAC_NUM]      
);
    wire signed [BW_ACT-1:0] border;
    assign border = (1<<(BW_ACT-1))-1; 
    reg signed [BW_ACT-1:0]    PE_act_in_reg [MAC_NUM] ;       
    reg signed [BW_WET-1:0]    PE_wet_in_reg;       
    reg signed [BW_ACCU-1:0]   PE_result_out_reg [MAC_NUM]; 
    reg PE_clear_acc_reg;  
    always @(posedge clk or negedge reset_n) begin
        if(~reset_n) begin 
            PE_clear_acc_reg <= '0;
        end
        else begin
            PE_clear_acc_reg <= PE_clear_acc;
        end        
    end
    always @(posedge clk or negedge reset_n)begin
        if(~reset_n) begin
            PE_wet_in_reg <= 0;
        end
        else begin
            PE_wet_in_reg <= PE_wet_in;
        end
    end
    genvar gv_i;
    generate
        for (gv_i = 0; gv_i < MAC_NUM; gv_i = gv_i + 1) begin : line
            wire signed [BW_ACCU-1:0] PE_result_shift_temp;
            always @(posedge clk or negedge reset_n) begin
                if(~reset_n) begin 
                    PE_act_in_reg[gv_i] <= '0;
                end
                else begin
                    PE_act_in_reg[gv_i] <= PE_act_in[gv_i];
                end
            end
            always @(posedge clk or negedge reset_n) begin
                if(~reset_n) begin 
                    PE_result_out_reg[gv_i] <= '0;
                end
                else if(PE_clear_acc_reg) begin
                    PE_result_out_reg[gv_i] <= '0;
                end
                else if(PE_mac_enable)begin 
                    PE_result_out_reg[gv_i] <= PE_result_out_reg[gv_i] + PE_wet_in_reg*PE_act_in_reg[gv_i];
                end
            end
            assign PE_result_shift_temp = PE_result_out_reg[gv_i] >>> PE_res_shift_num;
            always @(posedge clk or negedge reset_n) begin
                if(~reset_n) begin
                    PE_result_out[gv_i] <= '0;
                end
                else if(PE_result_shift_temp > border) begin
                    PE_result_out[gv_i] <= border; 
                end
                else if(PE_result_shift_temp< - border-1) begin
                    PE_result_out[gv_i] <= -border -1; 
                end
                else begin
                    PE_result_out[gv_i] <= PE_result_shift_temp[BW_ACT-1:0];  
                end
            end
        end
    endgenerate
endmodule
```

## run.sh

```bash
#!/bin/bash
# OpenROAD 26Q1-2900-gdf79404cd8, Yosys 0.63+post, stock flow scripts
make -C /OpenROAD-flow-scripts/flow DESIGN_CONFIG=/design/flow/config.mk WORK_HOME=/design/flow/orfs finish
```

## config.mk

```make
export PLATFORM = sky130hd
export DESIGN_NAME = pe_array
export DESIGN_NICKNAME = pe_array
export VERILOG_FILES = /design/flow/design.v
export SDC_FILE = /design/flow/constraint.sdc
export NUM_CORES = 4
export LEC_CHECK = 1
export CORE_UTILIZATION = 40
export SYNTH_HDL_FRONTEND = slang
```

## constraint.sdc

```tcl
current_design pe_array

set clk_period 43.1
set clk_io_pct 0.2

create_clock -name clk0 -period $clk_period [get_ports {clk}]

set non_clock_inputs [all_inputs -no_clocks]
set_input_delay [expr $clk_period * $clk_io_pct] -clock clk0 $non_clock_inputs
set_output_delay [expr $clk_period * $clk_io_pct] -clock clk0 [all_outputs]
```

==> impl_summary.log <==
[flow] collecting metrics
[metrics] depth of the CTS H-tree: 3
[metrics] post-route ant nets: 0
[metrics] layout cells sized above 1: 5.79%
[metrics] worst slew margin relative to its limit: 29.6%
[metrics] number of max-slew violations in the final report: 0
[metrics] DR vias: 73000
[metrics] vias in the first global route: 75100
[metrics] CP required: 43.75 ns
[metrics] maximum clock skew at final layout: 0.0432 ns
[metrics] flip-flops with a built-in enable: 0
[metrics] synthesis-stage register bit count: 489
[metrics] worst-skew pair later-pin latency: 0.73 ns
[metrics] maximum capacitance violations: 0
[metrics] filler cell count: 21600
[metrics] shortest clock period the worst path allows after layout: 12.91 ns
[metrics] count of hold-fix buffers inserted at cts: 0
[metrics] area of the synthesized netlist per yosys stat: 90700 um2
[metrics] Mapped Area: 90700 um2
[metrics] Largest cells by area: sky130_fd_sc_hd__fa_1 (28%), sky130_fd_sc_hd__dfrtp_1 (13%), sky130_fd_sc_hd__ha_1 (9.5%)
[metrics] Initial Utilization: 40.3%
[metrics] number of failing setup endpoints in the final timing report: 0
[metrics] Largest register FFs: 400
[metrics] top achievable clock speed: 0.0775 GHz
[metrics] sum of overflow across all layers after global routing: 0
[metrics] antenna violations before repair: 18
[metrics] met2 demand-to-capacity share in global routing: 40.3%
[metrics] WL per Instance: 22.1 um
[metrics] RSZ-0062 raised after global routing: false
[metrics] most used routing layer in global routing: met1
[metrics] run status: finished, final reports clean
[metrics] Tcrit/Tclk final: 29.9%
[metrics] number of core rows: 174
[metrics] setup TNS after final layout: 0 ns
[metrics] Vias/cell: 5.45
[metrics] hold violation count in the final report: 0
[metrics] leading post-synthesis cells by instance count: sky130_fd_sc_hd__inv_1 (1813), sky130_fd_sc_hd__fa_1 (1280), sky130_fd_sc_hd__nor2_1 (864), sky130_fd_sc_hd__nand2_1 (794), sky130_fd_sc_hd__ha_1 (692)
[metrics] most used flip-flop cell: sky130_fd_sc_hd__dfrtp_1
[metrics] DRC: 0
[metrics] synthesized netlist cell count: 10400
[metrics] Synth Area per Inst: 8.69 um2
[metrics] CTS clk-pin slew, worst paths: 0.06 ns
[metrics] Ports: 180
[metrics] type of the tightest min-delay check: flop to flop
[metrics] cells in synth_stat.txt: 10400
[metrics] fraction of the core area covered by cells at the end of the flow: 43.5%
[metrics] Worst-Margin Slew: 1.05 ns
[metrics] final weighted congestion of routability-driven global placement: 0.971
[metrics] Horiz. Die Dim: 478 um
[metrics] total die size: 229000 um2
[metrics] Max Buffers Root-to-Sink: 3
[metrics] power density of the placed cells: 91.1 nW/um2
[metrics] core area: 225000 um2
[metrics] Max IR drop VDD: 0.0500 mV
[metrics] sequential cell area fraction in the yosys report: 13.5%
[metrics] Max-area cell share: 28.2%
[metrics] first-pass GRT wire length: 466000 um
[metrics] total clock buffers created by CTS: 73
[metrics] data arrival time of the worst path: 13.56 ns
[metrics] leakage power total: 47.7 nW
[metrics] Post-DP HPWL: 230000 um
[metrics] Yosys warning count: 0
[metrics] root buf cell: sky130_fd_sc_hd__clkbuf_16
[metrics] CTS tree: done
[metrics] clock sinks: 489
[metrics] Synth top cell by count: sky130_fd_sc_hd__inv_1
[metrics] CP startpoint kind: input port
[metrics] highest net fanout along the worst path: 96
[metrics] die boundary height: 478 um
[metrics] Gates resized, CTS repair: 0
[metrics] setup fix buffers added after clock tree synthesis: 0
[metrics] aggregate routed wire length: 297000 um
[metrics] area growth from synthesis to final layout: 7.86%
[metrics] type of the setup path with the least slack: input port to flop
[metrics] async set-or-reset flop fraction in the synthesized netlist: 100%
[metrics] synth unique cells: 110
[metrics] count of buffers from port buffering: 179
[metrics] met1 capacity usage during global routing: 42.7%
[metrics] largest area contributor in the netlist: sky130_fd_sc_hd__fa_1
[metrics] global routing usage summed across all routing layers: 27.9%
[metrics] pin count of the biggest net entering global routing: 135
[metrics] critical path endpoint category: flop
[metrics] met3 routing resource usage after global routing: 8.69%
[metrics] first drt pass iteration count: 29
[metrics] violation tally from detailed-route iteration zero: 4858
[metrics] number of logged tool warnings: 48
[critical path, cell delays in order]
cell,delay [ns]
sky130_fd_sc_hd__buf_8,0.44
sky130_fd_sc_hd__buf_4,0.72
sky130_fd_sc_hd__buf_12,0.47
sky130_fd_sc_hd__mux2i_1,0.26
sky130_fd_sc_hd__mux2i_1,0.30
sky130_fd_sc_hd__nor2_1,0.08
sky130_fd_sc_hd__a211oi_1,0.46
sky130_fd_sc_hd__mux2i_1,0.20
sky130_fd_sc_hd__or4_1,0.57
sky130_fd_sc_hd__nor4_1,0.25
sky130_fd_sc_hd__a41oi_1,0.17
sky130_fd_sc_hd__or4b_1,0.51
sky130_fd_sc_hd__o22ai_2,0.28
sky130_fd_sc_hd__a21o_1,0.17
[cells in the final DEF, fill, tap and decap left out, types with 75 or more instances in the layout]
| master | instances |
|---|---|
| sky130_fd_sc_hd__inv_1 | 1811 |
| sky130_fd_sc_hd__fa_1 | 1280 |
| sky130_fd_sc_hd__nor2_1 | 859 |
| sky130_fd_sc_hd__nand2_1 | 793 |
| sky130_fd_sc_hd__ha_1 | 692 |
| sky130_fd_sc_hd__o21ai_0 | 553 |
| sky130_fd_sc_hd__a21oi_1 | 525 |
| sky130_fd_sc_hd__mux2i_1 | 486 |
| sky130_fd_sc_hd__dfrtp_1 | 480 |
| sky130_fd_sc_hd__and2_1 | 315 |
| sky130_fd_sc_hd__xnor2_1 | 224 |
| sky130_fd_sc_hd__buf_4 | 187 |
| sky130_fd_sc_hd__clkdlybuf4s50_1 | 169 |
| sky130_fd_sc_hd__mux2_2 | 151 |
| sky130_fd_sc_hd__a211oi_1 | 151 |
| sky130_fd_sc_hd__a21o_1 | 150 |
| sky130_fd_sc_hd__nand3_1 | 110 |
| sky130_fd_sc_hd__nor3_1 | 108 |
| sky130_fd_sc_hd__o211ai_1 | 107 |
| sky130_fd_sc_hd__nand2b_1 | 97 |
| sky130_fd_sc_hd__xor2_1 | 81 |
| sky130_fd_sc_hd__clkbuf_16 | 75 |
[area by class of cell]
class / count / area, um2 / share of cell area, %
Multi-Input combinational cell: 7580 / 69300 / 70.8
Sequential cell: 489 / 12300 / 12.5
Inverter: 1819 / 6850 / 7.00
Tap cell: 2992 / 3740 / 3.83
Timing Repair Buffer: 367 / 3250 / 3.32
Clock buffer: 93 / 2020 / 2.07
Clock inverter: 40 / 422 / 0.431
Antenna cell: 9 / 22.5 / 0.0230
[per-stage QoR]
step | hold WS, ns | instances | power (mW) | setup WS (ns) | cell area (um2)
after floorplan | 0.466 | 10400 | 6.56 | 31.40 | 90700
after global placement | 0.458 | 13200 | 8.22 | 29.51 | 95400
after detailed placement | 0.462 | 13200 | 8.22 | 29.51 | 95400
after CTS | 0.484 | 13400 | 8.96 | 30.26 | 97800
after global routing | 0.490 | 13400 | 10.1 | 29.82 | 97800
final | 0.485 | 13400 | 8.91 | 30.19 | 97800
[final timing paths]
kind                                             start                     end  slack, ns  cells past startpoint
worst max-delay path               PE_res_shift_num[0]       PE_result_out[30]      30.19                     14
worst min-delay path            PE_result_out_reg[127]       PE_result_out[31]       0.48                      0
worst max register to register        PE_wet_in_reg[4]   PE_result_out_reg[63]      35.24                     29
worst min register to register  PE_result_out_reg[127]       PE_result_out[31]       0.48                      0
max in group asynchronous                      reset_n   PE_result_out_reg[74]      32.29                      5
min in group asynchronous                      reset_n  PE_result_out_reg[102]       7.84                      1
[routing by layer]
| layer | up-vias | routed length (um) |
|---|---|---|
| li1 | 34000 | - |
| met1 | 36300 | 133000 |
| met2 | 2340 | 128000 |
| met3 | 344 | 26900 |
| met4 | 12 | 8120 |
| met5 | - | 241 |
[where the power goes]
group | switching (mW) | total, mW | internal [mW]
registers | 0.206 | 0.803 | 0.598
clock network | 0.258 | 0.628 | 0.370
logic | 4.22 | 7.48 | 3.26
[cell families after synthesis]
group	synth area share [%]
AND-OR/OR-AND	14.6
XOR/XNOR	2.95
adder cells (fa/ha/maj)	37.8
buffers and inverters	10.2
flip-flops	13.5
multiplexers	7.97
AND/OR/NAND/NOR	13.0
Power and IR drop assume default switching activity.
